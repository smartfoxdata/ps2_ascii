==> /design/flow/config.mk <==
export PLATFORM = sky130hd
export DESIGN_NAME = ps2_scan2ascii
export DESIGN_NICKNAME = ps2_scan2ascii
export VERILOG_FILES = /design/flow/design.v
export SDC_FILE = /design/flow/constraint.sdc
export NUM_CORES = 4
export LEC_CHECK = 1
export CORE_UTILIZATION = 30
==> /design/flow/run.sh <==
#!/bin/bash
# OpenROAD 26Q1-2900-gdf79404cd8, Yosys 0.63+post, stock flow scripts
make -C /OpenROAD-flow-scripts/flow DESIGN_CONFIG=/design/flow/config.mk WORK_HOME=/design/flow/orfs finish
==> /design/flow/design.v <==
module ps2_scan2ascii(clk, ps2_code_new, ps2_code, ascii_code_new, ascii_code);
  input clk;
  input ps2_code_new;
  input [7:0] ps2_code;
  output ascii_code_new;
  output [7:0] ascii_code;
  parameter
  ST_MAKE=0,
  ST_BREAK=1;
  reg state=0, next_state=0;
  reg ps2_code_new_q=0;
  reg [7:0] ps2_code_q=0;
  reg capstoggle=0, capslock=0;
  reg shift=0;
  reg ascii_code_new=0;
  reg [7:0] ascii_code=0;
  reg [15:0] make_code=0;
  reg ps2_ready=0;
  reg ascii_ready=0;
  always @(posedge clk) begin
    ps2_code_new_q <= ps2_code_new;
  end
  always @(*)
    ps2_ready = ps2_code_new==1 && ps2_code_new_q==0;
  always @(posedge clk) begin
    state <= next_state;
  end
  always @(*) begin
    next_state = state;
    case (state)
      ST_MAKE: begin  
        if (ps2_ready) begin
          if (ps2_code == 8'hF0)
            next_state = ST_BREAK;
          else
            next_state = ST_MAKE;
        end
      end      
      ST_BREAK: begin  
        if (ps2_ready) begin
          if (ps2_code == 8'hE0)
            next_state = ST_BREAK;
          else begin
            next_state = ST_MAKE;
          end
        end
      end
      default: next_state = ST_MAKE;
    endcase
  end
  always @(posedge clk) begin
    if (state == ST_MAKE && ps2_ready==1) begin
      if (ps2_code == 8'h58) begin
        if (capstoggle==0) begin          
          capstoggle <= 1;
        end
      end
      if (ps2_code == 8'h12 || ps2_code == 8'h59)
        shift <= ~shift;
    end
    else if (state == ST_BREAK && ps2_ready==1) begin
      if (ps2_code == 8'h58) begin
        if (capstoggle==1) begin
          capslock <= ~capslock;
        end
        capstoggle <= 0;
      end
      if (ps2_code == 8'h12 || ps2_code == 8'h59)
        shift <= 0;
    end
  end
  always @(posedge clk) begin
    if (ps2_ready && state == ST_MAKE) begin
      case (ps2_code)
        8'hF0,8'h58,8'h12,8'h59: make_code <= make_code;
        8'hE0: make_code <= {ps2_code, make_code[7:0]};
        default: make_code <= {make_code[15:8], ps2_code};
      endcase
    end
    else if (ascii_ready && state == ST_BREAK)
      make_code <= 16'h0;
  end
  always @(*)
    ascii_ready = state==ST_BREAK && ps2_ready==1 && ascii_code!=0;
  always @(posedge clk) begin
    ascii_code_new <= ascii_ready;
    if (make_code[15:8]==8'hE0) begin
      ascii_code <= {1'b1,make_code[6:0]};
    end
    else if (make_code[7:0]==8'h76)
      ascii_code <= 8'h1B;  
    else if (make_code[7:0]==8'h66)
      ascii_code <= 8'h08;  
    else if (make_code[7:0]==8'h5A)
      ascii_code <= 8'h0D;  
    else if (make_code[7:0]==8'h29)
      ascii_code <= 8'h20;  
    else begin
      if (shift==0) begin  
        casex ({capslock,make_code[7:0]})
          9'hx_45: ascii_code <= 8'h30;  
          9'hx_16: ascii_code <= 8'h31;  
          9'hx_1E: ascii_code <= 8'h32;  
          9'hx_26: ascii_code <= 8'h33;  
          9'hx_25: ascii_code <= 8'h34;  
          9'hx_2E: ascii_code <= 8'h35;  
          9'hx_36: ascii_code <= 8'h36;  
          9'hx_3D: ascii_code <= 8'h37;  
          9'hx_3E: ascii_code <= 8'h38;  
          9'hx_46: ascii_code <= 8'h39;  
          9'hx_52: ascii_code <= 8'h27;  
          9'hx_41: ascii_code <= 8'h2C;  
          9'hx_4E: ascii_code <= 8'h2D;  
          9'hx_49: ascii_code <= 8'h2E;  
          9'hx_4A: ascii_code <= 8'h2F;  
          9'hx_4C: ascii_code <= 8'h3B;  
          9'hx_55: ascii_code <= 8'h3D;  
          9'hx_54: ascii_code <= 8'h5B;  
          9'hx_5D: ascii_code <= 8'h5C;  
          9'hx_5B: ascii_code <= 8'h5D;  
          9'hx_0E: ascii_code <= 8'h60;  
          9'h0_1C: ascii_code <= 8'h61;  
          9'h0_32: ascii_code <= 8'h62;  
          9'h0_21: ascii_code <= 8'h63;  
          9'h0_23: ascii_code <= 8'h64;  
          9'h0_24: ascii_code <= 8'h65;  
          9'h0_2B: ascii_code <= 8'h66;  
          9'h0_34: ascii_code <= 8'h67;  
          9'h0_33: ascii_code <= 8'h68;  
          9'h0_43: ascii_code <= 8'h69;  
          9'h0_3B: ascii_code <= 8'h6A;  
          9'h0_42: ascii_code <= 8'h6B;  
          9'h0_4B: ascii_code <= 8'h6C;  
          9'h0_3A: ascii_code <= 8'h6D;  
          9'h0_31: ascii_code <= 8'h6E;  
          9'h0_44: ascii_code <= 8'h6F;  
          9'h0_4D: ascii_code <= 8'h70;  
          9'h0_15: ascii_code <= 8'h71;  
          9'h0_2D: ascii_code <= 8'h72;  
          9'h0_1B: ascii_code <= 8'h73;  
          9'h0_2C: ascii_code <= 8'h74;  
          9'h0_3C: ascii_code <= 8'h75;  
          9'h0_2A: ascii_code <= 8'h76;  
          9'h0_1D: ascii_code <= 8'h77;  
          9'h0_22: ascii_code <= 8'h78;  
          9'h0_35: ascii_code <= 8'h79;  
          9'h0_1A: ascii_code <= 8'h7A;  
          9'h1_1C: ascii_code <= 8'h41;  
          9'h1_32: ascii_code <= 8'h42;  
          9'h1_21: ascii_code <= 8'h43;  
          9'h1_23: ascii_code <= 8'h44;  
          9'h1_24: ascii_code <= 8'h45;  
          9'h1_2B: ascii_code <= 8'h46;  
          9'h1_34: ascii_code <= 8'h47;  
          9'h1_33: ascii_code <= 8'h48;  
          9'h1_43: ascii_code <= 8'h49;  
          9'h1_3B: ascii_code <= 8'h4A;  
          9'h1_42: ascii_code <= 8'h4B;  
          9'h1_4B: ascii_code <= 8'h4C;  
          9'h1_3A: ascii_code <= 8'h4D;  
          9'h1_31: ascii_code <= 8'h4E;  
          9'h1_44: ascii_code <= 8'h4F;  
          9'h1_4D: ascii_code <= 8'h50;  
          9'h1_15: ascii_code <= 8'h51;  
          9'h1_2D: ascii_code <= 8'h52;  
          9'h1_1B: ascii_code <= 8'h53;  
          9'h1_2C: ascii_code <= 8'h54;  
          9'h1_3C: ascii_code <= 8'h55;  
          9'h1_2A: ascii_code <= 8'h56;  
          9'h1_1D: ascii_code <= 8'h57;  
          9'h1_22: ascii_code <= 8'h58;  
          9'h1_35: ascii_code <= 8'h59;  
          9'h1_1A: ascii_code <= 8'h5A;  
          default: ascii_code <= 8'h00;
        endcase
      end
      else if (shift == 1) begin  
        casex ({capslock,make_code[7:0]})
          9'hx_16: ascii_code <= 8'h21;  
          9'hx_52: ascii_code <= 8'h22;  
          9'hx_26: ascii_code <= 8'h23;  
          9'hx_25: ascii_code <= 8'h24;  
          9'hx_2E: ascii_code <= 8'h25;  
          9'hx_3D: ascii_code <= 8'h26;  
          9'hx_46: ascii_code <= 8'h28;  
          9'hx_45: ascii_code <= 8'h29;  
          9'hx_3E: ascii_code <= 8'h2A;  
          9'hx_55: ascii_code <= 8'h2B;  
          9'hx_4C: ascii_code <= 8'h3A;  
          9'hx_41: ascii_code <= 8'h3C;  
          9'hx_49: ascii_code <= 8'h3E;  
          9'hx_4A: ascii_code <= 8'h3F;  
          9'hx_1E: ascii_code <= 8'h40;  
          9'hx_36: ascii_code <= 8'h5E;  
          9'hx_4E: ascii_code <= 8'h5F;  
          9'hx_54: ascii_code <= 8'h7B;  
          9'hx_5D: ascii_code <= 8'h7C;  
          9'hx_5B: ascii_code <= 8'h7D;  
          9'hx_0E: ascii_code <= 8'h7E;  
          9'h1_1C: ascii_code <= 8'h61;  
          9'h1_32: ascii_code <= 8'h62;  
          9'h1_21: ascii_code <= 8'h63;  
          9'h1_23: ascii_code <= 8'h64;  
          9'h1_24: ascii_code <= 8'h65;  
          9'h1_2B: ascii_code <= 8'h66;  
          9'h1_34: ascii_code <= 8'h67;  
          9'h1_33: ascii_code <= 8'h68;  
          9'h1_43: ascii_code <= 8'h69;  
          9'h1_3B: ascii_code <= 8'h6A;  
          9'h1_42: ascii_code <= 8'h6B;  
          9'h1_4B: ascii_code <= 8'h6C;  
          9'h1_3A: ascii_code <= 8'h6D;  
          9'h1_31: ascii_code <= 8'h6E;  
          9'h1_44: ascii_code <= 8'h6F;  
          9'h1_4D: ascii_code <= 8'h70;  
          9'h1_15: ascii_code <= 8'h71;  
          9'h1_2D: ascii_code <= 8'h72;  
          9'h1_1B: ascii_code <= 8'h73;  
          9'h1_2C: ascii_code <= 8'h74;  
          9'h1_3C: ascii_code <= 8'h75;  
          9'h1_2A: ascii_code <= 8'h76;  
          9'h1_1D: ascii_code <= 8'h77;  
          9'h1_22: ascii_code <= 8'h78;  
          9'h1_35: ascii_code <= 8'h79;  
          9'h1_1A: ascii_code <= 8'h7A;  
          9'h0_1C: ascii_code <= 8'h41;  
          9'h0_32: ascii_code <= 8'h42;  
          9'h0_21: ascii_code <= 8'h43;  
          9'h0_23: ascii_code <= 8'h44;  
          9'h0_24: ascii_code <= 8'h45;  
          9'h0_2B: ascii_code <= 8'h46;  
          9'h0_34: ascii_code <= 8'h47;  
          9'h0_33: ascii_code <= 8'h48;  
          9'h0_43: ascii_code <= 8'h49;  
          9'h0_3B: ascii_code <= 8'h4A;  
          9'h0_42: ascii_code <= 8'h4B;  
          9'h0_4B: ascii_code <= 8'h4C;  
          9'h0_3A: ascii_code <= 8'h4D;  
          9'h0_31: ascii_code <= 8'h4E;  
          9'h0_44: ascii_code <= 8'h4F;  
          9'h0_4D: ascii_code <= 8'h50;  
          9'h0_15: ascii_code <= 8'h51;  
          9'h0_2D: ascii_code <= 8'h52;  
          9'h0_1B: ascii_code <= 8'h53;  
          9'h0_2C: ascii_code <= 8'h54;  
          9'h0_3C: ascii_code <= 8'h55;  
          9'h0_2A: ascii_code <= 8'h56;  
          9'h0_1D: ascii_code <= 8'h57;  
          9'h0_22: ascii_code <= 8'h58;  
          9'h0_35: ascii_code <= 8'h59;  
          9'h0_1A: ascii_code <= 8'h5A;  
          default: ascii_code <= 8'h00;
        endcase
      end
    end
  end
endmodule
==> /design/flow/constraint.sdc <==
current_design ps2_scan2ascii

set clk_period 3.9
set clk_io_pct 0.2

create_clock -name clk0 -period $clk_period [get_ports {clk}]

set non_clock_inputs [all_inputs -no_clocks]
set_input_delay [expr $clk_period * $clk_io_pct] -clock clk0 $non_clock_inputs
set_output_delay [expr $clk_period * $clk_io_pct] -clock clk0 [all_outputs]
==> impl_metrics.env <==
# implementation run metrics
export IMPL_status="completed"
export IMPL_grt_max_degree=21
export IMPL_rsz0062_at_grt="false"
export IMPL_die_width_um=97.5
export IMPL_insertion_delay_ps=270
export IMPL_top_cell_area_share_pct=20.9
export IMPL_vias_per_cell=5.99
export IMPL_syn_to_final_growth_pct=9.79
export IMPL_routed_wl_um=7760
export IMPL_postSynthAreaPerCell_um2=7.99
export IMPL_tightestPinTransition_ps=776
export IMPL_cp_start_kind="register"
export IMPL_synth_seq_share_pct=28.9
export IMPL_core_um2=8760
export IMPL_rows=34
export IMPL_final_period_minus_worst_setup_slack_ps=2710
export IMPL_cp_arrival_ps=2880
export IMPL_final_layout_size_suffix_gt1_share_pct=9.14
export IMPL_synth_area_um2=2730
export IMPL_crit_slowest_cell="edfxtp_1"
export IMPL_hold_path_class="register to register"
export IMPL_fp_util_pct=31.2
export IMPL_netlist_top_cells_count="nor2_1, nand2_1, o21ai_0"
export IMPL_yosysUniqueCellTypes=76
export IMPL_clk_pin_slew_ps=60
export IMPL_fmax_mhz=369
export IMPL_drtIter0Drc=332
export IMPL_drv_slew=0
export IMPL_warnings=25
export IMPL_syn_inst=342
export IMPL_finalCritPeriodShare_pct=69.5
export IMPL_dpl_hpwl_um=5760
export IMPL_ant_nets=0
export IMPL_portBuffers=18
export IMPL_cts_buffer_depth=2
export IMPL_largest_area_cell="edfxtp_1"
export IMPL_finalWeightedCongestion=0.955
export IMPL_post_cts_repair_setup_buffers=0
export IMPL_ys_cells=342
export IMPL_dp_cells=450
export IMPL_wl_per_cell_um=16.9
export IMPL_most_common_cell="nor2_1"
export IMPL_grt_pass1_wl_um=13100
export IMPL_top_cells_by_area="edfxtp_1, dfxtp_1, nor2_1"
export IMPL_yosys_area_um2=2730
export IMPL_cts_sinks=30
export IMPL_instances_no_fill=458
export IMPL_critPathBufInv=1
export IMPL_first_pass_iters=5
export IMPL_path_class="register to register"
export IMPL_drc=0
export IMPL_grt_total_usage_pct=17.3
export IMPL_slew_headroom_pct=48.1
export IMPL_ir_drop_mv=0.212
export IMPL_cp_end_kind="register"
export IMPL_die_h_um=97.5
export IMPL_worstPathMaxFanout=16
export IMPL_crit_required_ps=4070
export IMPL_place_ws_ps=971
export IMPL_h_tree_depth=2
export IMPL_critical_path_top_delay_family="AND-OR/OR-AND gates"
export IMPL_cts_tree="done"
export IMPL_cpMostUsedCell="o221ai_1"
export IMPL_vias=2744
export IMPL_powerDensity_nw_per_um2=242
export IMPL_hold_viol=0
export IMPL_leakage_nw=1.02
export IMPL_hold_buffers=0
export IMPL_synth_edff_count=19
export IMPL_ys_warn_count=1
export IMPL_max_stage_delay_ps=600
export IMPL_cp_cell_sequence="buf_4, nand4bb_1, o221ai_1, a31oi_1, o211ai_2, a211oi_2, o221ai_1, a22o_1"
export IMPL_fin_skew_ps=5.76
export IMPL_antenna_found_initial=0
export IMPL_dieArea_um2=9500
export IMPL_grt_pass1_vias=2524
export IMPL_design_area_um2=3000
export IMPL_tns_ps=0
export IMPL_synthFlopType="edfxtp_1"
export IMPL_postPlaceCellArea_um2=2910
export IMPL_ios=19
export IMPL_root_buffer="clkbuf_8"
export IMPL_async_flop_share_pct=0
export IMPL_drv_cap=0
export IMPL_ctsResizeCount=0
export IMPL_fin_ws_ps=1190
export IMPL_synth_flops=30
export IMPL_setup_viol=0
export IMPL_overflow=0
export IMPL_cts_made_buffers=5
export IMPL_diodes=0
## per-layer routing
metal	part of all wire (%)	vias up	track usage, %
li1	-	1315	-
met3	8.5	18	3.66
met1	44	1267	26.0
met5	0	-	0
met2	45	144	25.3
met4	2.7	0	5.66
## area by class of cell
type                       instances  area, um^2
tap                              108         135
fill                             899        5760
multi-input combinational        278        1720
timing repair buffer              25         233
clock inverter                     2        7.51
inverter                           9        33.8
clock buffer                       6        82.6
sequential                        30         791
## metrics by stage
stage               util (%)  total power, mW  hold slack, ps
global placement        33.2            0.484             534
CTS                     34.3            0.732             517
finish                  34.3            0.727             526
floorplan                  -            0.448             437
global route            34.3            0.759             539
detailed placement      33.2            0.483             509
## flip-flops by register name, indices dropped and copies added (netlist names)
name	cells
make_code	16
capslock	1
capstoggle	1
ascii_code	8
shift	1
ascii_code_new	1
state	1
ps2_code_new_q	1
## power breakdown
group          leakage [nW]  internal [mW]  switching, mW  total, mW
Clock                0.0463          0.138          0.109      0.247
Sequential            0.278          0.349         0.0157      0.364
Combinational         0.691         0.0492         0.0656      0.115
Total                  1.02          0.536          0.190      0.727
## final timing paths
path	from	endpoint	slack [ps]	cells after the start
worst max-delay path	make_code[4]	ascii_code[5]	1190	8
worst min register to register	state	state	530	2
worst min-delay path	state	state	530	2
worst max register to register	make_code[4]	ascii_code[5]	1190	8
## logic make-up after synthesis
kind of cell	share of synthesized area (%)
XOR/XNOR	1.28
AND-OR/OR-AND	27.0
other	0.137
multiplexers	0.366
AND/OR/NAND/NOR	33.6
buffers and inverters	8.74
flip-flops	28.9
## layout by cell type (no fill, tap or decap), types with 5 or more instances in the layout
cell and instances:
nor2_1 38, nand2_1 29, o21ai_0 21, a21oi_1 20, edfxtp_1 19, clkdlybuf4s50_1 18, nor3_1 17, nand2b_1 11
dfxtp_1 11, nand3_1 9, nor4_1 9, inv_1 8, nor2b_1 8, and2_1 7, buf_4 7, o22ai_1 6
clkbuf_8 6, conb_1 5
## tightest hold or removal path: cells and delay by family (launching register included)
kind / cells / cell delay, ps
flops: 1 / 330
compound gates: 2 / 150
Power is estimated from default activity; no workload was simulated.
